**design/flow/run.sh**
```bash
#!/bin/bash
# OpenROAD 26Q1-2900-gdf79404cd8, Yosys 0.63+post, stock flow scripts
make -C /OpenROAD-flow-scripts/flow DESIGN_CONFIG=/design/flow/config.mk WORK_HOME=/design/flow/orfs finish
```
**design/flow/config.mk**
```make
export PLATFORM = sky130hd
export DESIGN_NAME = decoder38_6
export DESIGN_NICKNAME = decoder38_6
export VERILOG_FILES = /design/flow/design.v
export SDC_FILE = /design/flow/constraint.sdc
export NUM_CORES = 4
export LEC_CHECK = 1
export CORE_AREA = 10 10 70 70
export DIE_AREA = 0 0 80 80
```
**design/flow/constraint.sdc**
```tcl
current_design decoder38_6

set clk_period 1.1
set clk_io_pct 0.2

create_clock -name clk0 -period $clk_period

set non_clock_inputs [all_inputs -no_clocks]
set_input_delay [expr $clk_period * $clk_io_pct] -clock clk0 $non_clock_inputs
set_output_delay [expr $clk_period * $clk_io_pct] -clock clk0 [all_outputs]
```
**design/flow/design.v**
```verilog
module decoder38_6 (i_sel, i_opt, o_y);
    input [2:0] i_sel;
    input i_opt;
    output [7:0] o_y;
    reg [7:0] r_y;
    integer i;
    always @ (i_sel)
        begin
            for (i = 0; i < 8; i = i + 1)
                begin
                    if (i == i_sel)
                        r_y[i] = 0;
                    else
                        r_y[i] = 1;
                end
        end
    assign o_y = (i_opt == 1'b1) ? ~r_y : r_y;
endmodule
```
==> results.cfg <==
; synthesis and place-and-route metrics
[global_routing]
grt.overflow.total = 0
grt_pass1_wl_um = 848
antenna_found_initial = 0
grt_pass1_vias = 174
grt_usage_pct = 1.57
grt_max_degree = 9

[pwr]
combPwrFrac_pct = 100.0
intPower_w = 0.0000722
sw_frac_of_total_pct = 38.9
p_clk_share_pct = 0
power.leakage_nw = 0.126
seq_power_share_pct = 0
p_sw_w = 0.0000460
power.density_nw_per_um2 = 330
peakVddDrop_uv = 59.1

[detailed_routing]
drt_iter0_drc = 11
drc_errors = 0
ant_nets = 0
vias_per_cell = 2.28
dr_wl_met3_um = 85
wl_per_cell_um = 6.88
vias = 173
route.met2.wl_um = 204
met1Wirelength_um = 233
totalWireLength_um = 523
highest_layer = met3
dr.pass1.iters = 2
n_antenna_cell = 0

[floorplan]
die_w_um = 80
die_y_um = 80
die_area_um2 = 6400
num_rows = 21
io_pins = 12
core-area_um2 = 3420
fp-utilization_pct = 3.81

[placement]
dp_hpwl_um = 463
io_buffers = 12
dpl-instance-area_um2 = 330
post-place-cells = 76
gp_congestion = 0.689

[sta]
slew_headroom_pct = 87.8
drv_slew = 0
tightest_slew_ps = 182
fin_setup_tns_ps = 0
min_period_ps = 1080
grt_setup_unrepaired = yes
min_period_over_period_pct = 98.5
fmax_ghz = 0.923
setup_viol_count_final = 0
hold_viol = 0

[setup_path]
cp_max_fo = 8
path_class = input port to output pin
worstPathRequired_ps = 880
worstSetupStartpointType = input port
endpoint_kind = output pin
cp.arrival_ps = 860

[logic_synthesis]
netlist_instances = 17
synth_seq_share_pct = 0
top_area_share_pct = 26.9
synthDistinctLibCells = 7
synth-warning-count = 1
syn_avg_cell_area_um2 = 7.65
yosys.area.top_type = xnor2_1
yosys_cells = 17
netlist_top_cells_area = xnor2_1 27%, xor2_1 27%, nand3b_1 17%
yosysChipArea_um2 = 130
synth_area_um2 = 130

[outcome]
status = finished, final reports clean

[final_layout]
n_fill_cell = 397
logic_area_um2 = 185
syn_to_final_growth_pct = 175
fin_cells = 76
clock_buffers = 0
flop-count = 0
stdcell_area_um2 = 358
seq_area_um2 = 0
layout-drive-gt1-share_pct = 63.3

[worst_hold_path]
worstHoldPathCells = 4
holdCritPathClass = input port to output pin

[flow_run]
maxCapViolCount = 0
warning_count = 34
[routing by layer]
layer,global-route usage [%],vias to the layer above
li1,-,85
met1,1.92,79
met2,2.41,9
met3,1.02,0
met4,0,0
met5,0,-
[power groups by stage]
stage / Sequential (W) / Clock [W] / Combinational (W)
final: 0 / 0 / 0.000118
after global routing: 0 / 0 / 0.000132
after CTS: 0 / 0 / 0.000119
[kinds of logic after synthesis]
group         after synthesis  synth area share [%]
xor+xnor                    8                  53.8
simple gates                8                  42.3
buf+inv                     1                  3.84
[critical path, cell delays in order]
cell	delay, ps
buf_6	120
nor3b_4	190
xnor2_1	130
clkdlybuf4s15_1	200
[path summary, 6_finish.rpt]
check,endpoint,start,slack [ps]
min,o_y[1],i_sel[1],790
max,o_y[2],i_sel[2],20
[layout by cell type, fill, tap and decap left out, drive strengths merged]
cell and instances:
xnor2 4, xor2 4, clkbuf 3, clkdlybuf4s15 1, buf 10, nor3 1, nor3b 3, nand3b 3
nand3 1
[stage by stage]
| step | util [%] | total power [W] | setup WS, ps | hold slack [ps] |
|---|---|---|---|---|
| 5_1_grt | 10.5 | 0.000132 | -22.4 | 831 |
| 3_3_place_gp | 9.67 | 0.000118 | -864 | 1550 |
| 3_5_place_dp | 9.67 | 0.000121 | -860 | 1560 |
| 4_1_cts | 10.5 | 0.000119 | -12.3 | 817 |
| 6_report | 10.5 | 0.000118 | 16.2 | 786 |
| 2_1_floorplan | - | 0.0000307 | 333 | 541 |
[Yosys cell counts]
master    instances
buf_2             1
nand3_1           1
nand3b_1          3
nor3_1            1
nor3b_1           3
xnor2_1           4
xor2_1            4
[repair_timing]
action	in CTS	in global routing
hold buffers	0	0
endpoints found under the setup margin	8	4
pin swaps	8	3
setup buffers	0	0
resized	50	7
[cell type report]
class	instances	area share, %
multi-input cells	16	51.7
repair buffers	14	32.2
well taps	46	16.1
Power is estimated from default activity; no workload was simulated.
