<file path="flow/config.mk">
export PLATFORM = sky130hd
export DESIGN_NAME = decoder38_4
export DESIGN_NICKNAME = decoder38_4
export VERILOG_FILES = /design/flow/design.v
export SDC_FILE = /design/flow/constraint.sdc
export NUM_CORES = 4
export LEC_CHECK = 1
export CORE_AREA = 10 10 70 70
export DIE_AREA = 0 0 80 80
</file>
<file path="flow/constraint.sdc">
current_design decoder38_4

set clk_period 1.1
set clk_io_pct 0.2

create_clock -name clk0 -period $clk_period

set non_clock_inputs [all_inputs -no_clocks]
set_input_delay [expr $clk_period * $clk_io_pct] -clock clk0 $non_clock_inputs
set_output_delay [expr $clk_period * $clk_io_pct] -clock clk0 [all_outputs]
</file>
<file path="flow/design.v">
module decoder38_4 (i_sel, i_opt, o_y);
    input [2:0] i_sel;
    input i_opt;
    output reg [7:0] o_y;
    reg [7:0] r_y;
    always @ (i_sel or i_opt)
        begin
            if (i_sel == 3'd0)
                r_y = 8'b1111_1110;
            else if (i_sel == 3'd1)
                r_y = 8'b1111_1101;
            else if (i_sel == 3'd2)
                r_y = 8'b1111_1011;
            else if (i_sel == 3'd3)
                r_y = 8'b1111_0111;
            else if (i_sel == 3'd4)
                r_y = 8'b1110_1111;
            else if (i_sel == 3'd5)
                r_y = 8'b1101_1111;
            else if (i_sel == 3'd6)
                r_y = 8'b1011_1111;
            else if (i_sel == 3'd7)
                r_y = 8'b0111_1111;
            else
                r_y = 8'hff;
            if (i_opt == 1'b1)
                o_y = ~r_y;
            else
                o_y = r_y;
        end
endmodule
</file>
<file path="flow/run.sh">
#!/bin/bash
# OpenROAD 26Q1-2900-gdf79404cd8, Yosys 0.63+post, stock flow scripts
make -C /OpenROAD-flow-scripts/flow DESIGN_CONFIG=/design/flow/config.mk WORK_HOME=/design/flow/orfs finish
</file>
==> qor.rpt <==
================================================================================
Number of cell instances after yosys synthesis                                17
Final Hold Vio Count                                                           0
Post-route core utilization                                                11.1%
Result of the run                                                   complete, no violations
Tot Pwr                                                               0.000126 W
Wire length of the first global-routing pass                              855 µm
Startpoint Class                                                    primary input
Final Wtd Congestion                                                       0.659
Sequential group share of total power                                         0%
Share of total power in combinational logic                               100.0%
Violation count after the first detailed-routing iteration                    10
Post-DRT Antenna Nets                                                          0
WS Path Type                                                           in -> out
Count of tool warnings                                                        32
Vias in the first global route                                               177
Diodes inserted                                                                0
Mapped cell area                                                         130 µm²
Post-synthesis average cell area                                        7.65 µm²
Clk network pwr share                                                         0%
Final clock period utilization by the worst path                           95.0%
Hold Crit Class                                                        in -> out
Vias post-DR                                                                 170
Pwr/cell area                                                         333 mW/mm²
Reg area                                                                   0 µm²
Site Rows                                                                     21
Ys Warns                                                                       1
Share of layout cells above drive strength 1                               74.2%
Fmax achieved                                                            957 MHz
Chip Width                                                                 80 µm
Cts hold-fix bufs                                                              0
Total internal power                                                 0.0000793 W
Seq share, synth                                                              0%
Data arrival time at the worst-slack endpoint                             830 ps
I/O Buffers                                                                   12
Floorplan core area                                                  0.00342 mm²
Filler Cells Inserted                                                        398
Endpoint required time on the critical path                               880 ps
Sequential cell count of the final layout                                      0
Boundary Pins                                                                 12
Number of failing setup endpoints in the final timing report                   0
Number of antenna violations at the first check in global routing              0
Instance count of the mapped netlist                                          17
Maximum fanout along the worst path                                            5
Count of clock buffers in the final design                                     0
Floorplan die height                                                       80 µm
Final Critical Period                                                    1050 ps
Area Overhead vs Synth                                                      191%
Total die size                                                       0.00640 mm²
Core Util at FP                                                            3.81%
Final-report max-slew violation count                                          0
Worst-case vdd ir drop                                                   47.3 µV
Most used cells in the layout excluding fill and tap cells          6 x buf_2, 4 x xor2_1, 4 x xnor2_2, 4 x buf_6
Max cap viols                                                                  0
Count of different cell masters after synthesis                                7
Transition time at the pin with the least slew margin                     206 ps
Total congestion overflow after global routing                                 0
Average routed wire per standard cell                                    6.99 µm
Leading cell type in the layout, fill and taps excluded                    buf_2
Drc violations                                                                 0
Area used by multi-input combinational logic                             194 µm²
LEAKAGE                                                                 0.142 nW
Switching fraction of total power                                          37.1%
Post-detailed-routing wire length                                         538 µm
Yosys Chip Area                                                          130 µm²
Via-to-Cell Ratio                                                           2.21
Combined global-route utilization of all metal layers                      1.55%
CP Capture Type                                                       output pin
Maximum number of pins on one net before global-route repair                   9
TritonRoute pass-1 iters                                                       2
Max transition margin                                                      86.2%
RSZ-0062 raised after global routing                                          no
Reported net switching power                                         0.0000468 W
================================================================================
kinds of logic after synthesis:
group | count (synthesis) | synth area share (%)
simple gates | 8 | 42.3
xor+xnor | 8 | 53.8
buf+inv | 1 | 3.84
power groups by stage:
stage	registers (W)	logic, W	clock network [W]
4_1_cts	0	0.000125	0
5_1_grt	0	0.000139	0
6_report	0	0.000126	0
final timing paths:
check,start,endpoint,slack [ps],cells past startpoint
worst min-delay path,i_opt,o_y[1],760,4
worst max-delay path,i_opt,o_y[6],50,5
Yosys cell counts (all sizes together):
library cell | count | area (µm²)
buf | 1 | 5.00
xnor2 | 4 | 35.0
nand3b | 3 | 22.5
xor2 | 4 | 35.0
nor3b | 3 | 22.5
nand3 | 1 | 5.00
nor3 | 1 | 5.00
per-stage QoR:
stage	setup slack [ps]	instance area, µm²	setup TNS, ps	std cells	hold WS [ps]
after floorplan	333	130	0	17	541
after detailed placement	-863	323	-6280	75	1580
after global placement	-841	323	-6110	75	1560
after CTS	0.551	374	0	77	782
after global routing	8.61	379	0	77	780
final	54.7	379	0	77	757
routing by layer:
layer	share of wire [%]	wire (µm)	global-route usage, %
met2	42	227	2.65
met1	39	208	1.72
met4	0	0	0
met5	0	0	0
met3	19	102	0.909
layout make-up:
type | instances | share of cell area [%]
Multi-Input combinational cell | 16 | 51.2
Timing Repair Buffer | 15 | 33.7
Tap cell | 46 | 15.2
what timing repair did:
action,CTS,global route
pin swaps,5,2
setup buffers,2,0
endpoints found under the hold margin,0,0
gates resized,59,4
endpoints found under the setup margin,8,4
worst max-delay path, stage by stage:
cell and delay [ps]:
buf_6 100, buf_12 120, buf_6 110, xor2_1 150
buf_2 120
Power and IR drop assume default switching activity.
