## /design/flow/run.sh

```bash
#!/bin/bash
# OpenROAD 26Q1-2900-gdf79404cd8, Yosys 0.63+post, stock flow scripts
make -C /OpenROAD-flow-scripts/flow DESIGN_CONFIG=/design/flow/config.mk WORK_HOME=/design/flow/orfs finish
```

## /design/flow/config.mk

```make
export PLATFORM = sky130hd
export DESIGN_NAME = decoder38_10
export DESIGN_NICKNAME = decoder38_10
export VERILOG_FILES = /design/flow/design.v
export SDC_FILE = /design/flow/constraint.sdc
export NUM_CORES = 4
export LEC_CHECK = 1
export CORE_AREA = 10 10 70 70
export DIE_AREA = 0 0 80 80
```

## /design/flow/constraint.sdc

```tcl
current_design decoder38_10

set clk_period 1.0
set clk_io_pct 0.2

create_clock -name clk0 -period $clk_period

set non_clock_inputs [all_inputs -no_clocks]
set_input_delay [expr $clk_period * $clk_io_pct] -clock clk0 $non_clock_inputs
set_output_delay [expr $clk_period * $clk_io_pct] -clock clk0 [all_outputs]
```

## /design/flow/design.v

```verilog
module decoder38_10 (i_sel, i_opt, o_y);
    input [2:0] i_sel;
    input i_opt;
    output reg [7:0] o_y;
    always @ (i_sel or i_opt)
        begin
            if (i_opt == 1'b1)
                o_y = ~base_decoder38 (i_sel);
            else
                o_y = base_decoder38 (i_sel);
        end
    function [7:0] base_decoder38;
        input [2:0] i_sel;
        begin        
            base_decoder38 = ~(8'd1 << i_sel);
        end
    endfunction
endmodule
```

==> results_tabular.tex <==
% Implementation results table
\begin{tabular}{lr}
\hline
Metric & Value \\
\hline
\multicolumn{2}{l}{\textbf{Drt}} \\
\quad Final wirelength & 575 µm \\
\quad Length of routed wiring on met1 & 247 µm \\
\quad Drt pass-1 iters & 2 \\
\quad Detailed router's first-iteration violation count & 3 \\
\quad Top routing layer in use & met3 \\
\quad Met3 Wirelength & 85 µm \\
\quad Number of antenna cells inserted & 0 \\
\quad Remaining DRCs & 0 \\
\quad Routed WL per cell & 7.28 µm \\
\quad Vias after detailed routing & 179 \\
\quad Remaining antenna violation count after routing & 0 \\
\quad Via density & 2.27 \\
\quad Routed wire length on met2 & 242 µm \\
\multicolumn{2}{l}{\textbf{Layout}} \\
\quad Final standard cell area without fillers & 384 µm² \\
\quad Number of flip-flops and latches & 0 \\
\quad Clkbuf count & 0 \\
\quad Most common logic cells in the final layout & sky130\_fd\_sc\_hd\_\_buf\_2, sky130\_fd\_sc\_hd\_\_xor2\_1, sky130\_fd\_sc\_hd\_\_nand3b\_1, sky130\_fd\_sc\_hd\_\_buf\_6, sky130\_fd\_sc\_hd\_\_buf\_8 \\
\quad Most frequent standard cell in the layout excluding fill and tap cells & sky130\_fd\_sc\_hd\_\_buf\_2 \\
\quad Layout cell share with drive strength beyond 1 & 69.7\% \\
\quad Synthesis-to-finish area growth & 195\% \\
\quad Combined flip-flop and latch cell area & 0 µm² \\
\multicolumn{2}{l}{\textbf{Status}} \\
\quad Violations in the final reports & setup timing \\
\quad Result of the run & finished, violations left \\
\multicolumn{2}{l}{\textbf{Final timing}} \\
\quad Setup violations, final & 4 \\
\quad Final clock period utilization by the worst path & 104\% \\
\quad Count of final hold-check violations & 0 \\
\quad Hold Slack & 0.643 ns \\
\quad Rel. slew slack & 88.1\% \\
\quad Period minus WS final & 1.04 ns \\
\quad Setup repair after global routing missed its margin & true \\
\quad Smallest setup slack after layout & -0.0425 ns \\
\quad Max Clock Freq & 959 MHz \\
\quad Measured slew at the worst slew-check pin & 0.178 ns \\
\quad Final-report max-slew violation count & 0 \\
\multicolumn{2}{l}{\textbf{Floorplan}} \\
\quad Die area & 6400 µm² \\
\quad Share of the core filled by cells before placement & 3.81\% \\
\quad Die Span Y & 80 µm \\
\quad Placement row count & 21 \\
\quad Overall die width & 80 µm \\
\quad Std-Cell Core Area & 3420 µm² \\
\quad Io pins & 12 \\
\multicolumn{2}{l}{\textbf{Pwr}} \\
\quad Part of the total power dissipated in the clock network & 0\% \\
\quad Net switching power & 0.0000506 W \\
\quad Leakage & 0.140 nW \\
\quad Total power density per cell area & 365 nW/µm² \\
\quad Switching share of power & 36.0\% \\
\quad Power share of the combinational group & 100.0\% \\
\quad Sequential Power Share & 0\% \\
\quad Maximum resistive drop on vdd & 57.9 µV \\
\quad Cell Int Power & 0.0000898 W \\
\multicolumn{2}{l}{\textbf{Global route}} \\
\quad Total global-route track usage & 1.71\% \\
\quad Number of antenna violations at the first check in global routing & 0 \\
\quad Number of global-route vias before repair & 203 \\
\quad Global-route wire length before repair & 931 µm \\
\quad Overall overflow remaining after global route & 0 \\
\quad Largest net degree at the start of global routing & 9 \\
\multicolumn{2}{l}{\textbf{Synthesis}} \\
\quad Simple logic cell fraction of the synthesized area & 42.3\% \\
\quad Total number of yosys warnings & 1 \\
\quad FA/HA/MAJ Cells, Area Fraction & 0\% \\
\quad Sequential area share after synthesis & 0\% \\
\quad Post-Synth AOI/OAI Area & 0\% \\
\quad Total cell area reported by yosys after synthesis & 130 µm² \\
\quad Average cell area after synthesis & 7.65 µm² \\
\quad Synthesized netlist cell count & 17 \\
\quad Cell area after synthesis & 130 µm² \\
\quad Xor-xnor portion of the synthesized cell area & 53.8\% \\
\quad Cells in synth\_stat.txt & 17 \\
\quad Mux share & 0\% \\
\quad Dominant kind of combinational cell & XOR/XNOR gates \\
\quad Yosys cell types & 7 \\
\multicolumn{2}{l}{\textbf{Worst setup path}} \\
\quad Critical path arrival & 0.84 ns \\
\quad Required time of the critical path & 0.80 ns \\
\quad Element type at the critical path end & primary output \\
\quad Startpoint-to-endpoint class of the critical path & input pin to primary output \\
\quad Kind of launch point of the worst setup path & input pin \\
\quad Biggest fanout along the worst timing path & 4 \\
\multicolumn{2}{l}{\textbf{Place}} \\
\quad Number of buffer cells added on primary ports & 12 \\
\quad DP Area & 338 µm² \\
\quad Global placer's final weighted congestion & 0.692 \\
\multicolumn{2}{l}{\textbf{Job}} \\
\quad Max-cap violation count & 0 \\
\quad Total tool warning count & 34 \\
\multicolumn{2}{l}{\textbf{Min path}} \\
\quad Type of the tightest min-delay check & input pin to primary output \\
\hline
\end{tabular}
cell families (layout without fill, tap and decap cells):
logic type | after synthesis | after routing
simple gates | 8 | 8
buf+inv | 1 | 17
xor+xnor | 8 | 8
Yosys cell counts:
library cell	instances	area, µm²
sky130_fd_sc_hd__xnor2_1	4	35.0
sky130_fd_sc_hd__xor2_1	4	35.0
sky130_fd_sc_hd__nand3b_1	3	22.5
sky130_fd_sc_hd__nor3b_1	3	22.5
sky130_fd_sc_hd__buf_2	1	5.00
sky130_fd_sc_hd__nand3_1	1	5.00
sky130_fd_sc_hd__nor3_1	1	5.00
stage by stage:
stage / std cells / setup TNS, ns / util, % / setup slack [ns] / power (W)
final: 79 / -0.111 / 11.2 / -0.0425 / 0.000140
after global routing: 79 / -0.382 / 11.2 / -0.0977 / 0.000155
after floorplan: 17 / 0 / - / 0.273 / 0.0000337
after global placement: 77 / -6.69 / 9.89 / -0.900 / 0.000133
after CTS: 80 / -0.194 / 11.1 / -0.0564 / 0.000139
after detailed placement: 77 / -6.84 / 9.89 / -0.932 / 0.000136
cell type report:
cell class	count	area [µm²]
Fill cell	393	3030
Multi-Input combinational cell	16	173
Tap cell	46	57.6
Timing Repair Buffer	17	154
critical path, cell delays in order:
cell and delay (ns):
sky130_fd_sc_hd__buf_8 0.11, sky130_fd_sc_hd__buf_4 0.13, sky130_fd_sc_hd__nor3b_2 0.16, sky130_fd_sc_hd__xnor2_1 0.13
sky130_fd_sc_hd__buf_2 0.12
path summary, 6_finish.rpt:
| check | from | end | slack, ns | cells past startpoint |
|---|---|---|---|---|
| setup / recovery | i_sel[1] | o_y[1] | -0.04 | 5 |
| hold / removal | i_opt | o_y[4] | 0.64 | 3 |
routing by layer:
metal  track usage, %  vias up
met4                0        0
li1                 -       90
met5                0        -
met2             2.89        9
met1             1.98       80
met3            0.909        0
what timing repair did:
action                                  in CTS  in global routing
buffers inserted                             3                  0
pin swaps                                    5                  4
hold buffers                                 0                  0
resized                                     57                  7
endpoints found under the setup margin       8                  8
power by group through the flow:
stage | clock network [W] | registers (W) | logic, W
final | 0 | 0 | 0.000140
after global routing | 0 | 0 | 0.000155
after CTS | 0 | 0 | 0.000139
No activity file was given, so power comes from the tool's default toggle rates.
